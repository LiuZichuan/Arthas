==> design.v <==
module FIFO #(parameter DSIZE = 16,
               parameter ASIZE = 5)
  (output reg [DSIZE-1:0] rdata,
   output             wfull,
   output             rempty,
   output             wfull_almost,
   input  [DSIZE-1:0] wdata,
   input              winc, wclk, wrst_n,
   input              rinc, rclk, rrst_n);
  wire   [ASIZE-1:0] waddr, raddr;
  wire   [ASIZE:0]   wptr, rptr, wq2_rptr, rq2_wptr;
  wire [DSIZE-1:0] rdata__;
  sync_r2w # (.ADDRSIZE(ASIZE)) sync_r2w (.wq2_rptr(wq2_rptr), .rptr(rptr),
                        .wclk(wclk), .wrst_n(wrst_n));
  sync_w2r # (.ADDRSIZE(ASIZE)) sync_w2r (.rq2_wptr(rq2_wptr), .wptr(wptr),
                        .rclk(rclk), .rrst_n(rrst_n));
  fifomem #(DSIZE, ASIZE) fifomem
                          (.rdata(rdata__), .wdata(wdata),
                           .waddr(waddr), .raddr(raddr),
                           .wclken(winc), .wfull(wfull),
                           .wclk(wclk));
  rptr_empty #(ASIZE)     rptr_empty
                          (.rempty(rempty),
                           .raddr(raddr),
                           .rptr(rptr), .rq2_wptr(rq2_wptr),
                           .rinc(rinc), .rclk(rclk),
                           .rrst_n(rrst_n));
  wptr_full #(ASIZE)      wptr_full
                          (.wfull(wfull), .waddr(waddr),
                           .wptr(wptr), .wq2_rptr(wq2_rptr),
                           .winc(winc), .wclk(wclk),
                           .wrst_n(wrst_n), .wfull_almost(wfull_almost));
  always@(posedge rclk or negedge rrst_n) begin
    if (~rrst_n)
        rdata <= 0;
    else
        rdata <= rdata__;
  end
endmodule
module fifomem #(parameter  DATASIZE = 12,   
                 parameter  ADDRSIZE = 3)   
  (output  [DATASIZE-1:0]  rdata,
   input   [DATASIZE-1:0]  wdata,
   input   [ADDRSIZE-1:0]  waddr, raddr,
   input                   wclken, wfull, wclk);
    localparam DEPTH = 1<<ADDRSIZE;
    reg [DATASIZE-1:0] mem [0:DEPTH-1];
    assign rdata = mem[raddr];
    always @(posedge wclk)
      if (wclken && !wfull) mem[waddr] <= wdata;
endmodule
module rptr_empty #(parameter ADDRSIZE = 3)(
  output reg rempty,
  output     [ADDRSIZE-1:0] raddr,
  output reg [ADDRSIZE :0] rptr,
  input      [ADDRSIZE :0] rq2_wptr,
  input      rinc, rclk, rrst_n
  );
  reg [ADDRSIZE:0] rbin;
  wire [ADDRSIZE:0] rgraynext, rbinnext;
  always @(posedge rclk or negedge rrst_n)
    if (!rrst_n) {rbin, rptr} <= 0;
    else         {rbin, rptr} <= {rbinnext, rgraynext};
  assign raddr= rbin[ADDRSIZE-1:0];
  assign rbinnext = rbin + (rinc & ~rempty);
  assign rgraynext = (rbinnext>>1) ^ rbinnext;
  assign rempty_val = (rgraynext == rq2_wptr);
  always @(posedge rclk or negedge rrst_n)
    if (!rrst_n) rempty <= 1'b1;
    else         rempty <= rempty_val;
endmodule
module sync_r2w #(parameter ADDRSIZE = 3)(
  output reg [ADDRSIZE:0] wq2_rptr,
  input      [ADDRSIZE:0] rptr,
  input                   wclk, wrst_n
  );
  reg [ADDRSIZE:0] wq1_rptr;
  always @(posedge wclk or negedge wrst_n)
    if (!wrst_n) {wq2_rptr, wq1_rptr} <= 0;
    else         {wq2_rptr, wq1_rptr} <= {wq1_rptr,rptr};
endmodule
module sync_w2r #(parameter ADDRSIZE = 3)(
  output reg [ADDRSIZE:0] rq2_wptr,
  input      [ADDRSIZE:0] wptr,
  input
  rclk, rrst_n
  );
  reg [ADDRSIZE:0] rq1_wptr;
  always @(posedge rclk or negedge rrst_n)
    if (!rrst_n) {rq2_wptr,rq1_wptr} <= 0;
    else         {rq2_wptr,rq1_wptr} <= {rq1_wptr,wptr};
endmodule
module wptr_full #(parameter ADDRSIZE = 3)(
  output reg wfull,
  output wfull_almost,
  output     [ADDRSIZE-1:0] waddr,
  output reg [ADDRSIZE :0] wptr,
  input      [ADDRSIZE :0] wq2_rptr,
  input      winc, wclk, wrst_n
  );
  reg [ADDRSIZE:0] wbin;
  wire [ADDRSIZE:0] wgraynext, wbinnext;
  always @(posedge wclk or negedge wrst_n)
    if (!wrst_n) {wbin, wptr} <= 0;
    else         {wbin, wptr} <= {wbinnext, wgraynext};
  assign waddr = wbin[ADDRSIZE-1:0];
  assign wbinnext = wbin + (winc & ~wfull);
  assign wgraynext = (wbinnext>>1) ^ wbinnext;
  assign wfull_val = (wgraynext=={~wq2_rptr[ADDRSIZE:ADDRSIZE-1],
                                   wq2_rptr[ADDRSIZE-2:0]});
  assign wfull_almost = wfull_val;
  always @(posedge wclk or negedge wrst_n)
    if (!wrst_n) wfull <= 1'b0;
    else         wfull <= wfull_val;
endmodule
`timescale 1ns / 1ps
module OBC(
	clk_bus,
	rst_bus,
	w_req,
	w_req_en,
	tk_out_0,
	tk_out_1,
	mem2obc_en,
	obc2mem_w_addr,
	obc2mem_w_vld,
	obc2mem_w_data,
);
	parameter nPorts = 2;
	parameter wAddrWidth = 28;
	parameter wDataWidth = 64;
	parameter wReqWidth = 106;
	parameter wMaskWidth = 8;
	localparam FIFO_ASIZE = ($clog2(nPorts) > 2)? $clog2(nPorts) : 2;
	input clk_bus, rst_bus, w_req_en, mem2obc_en;
	input [wReqWidth-1:0] w_req;
	output tk_out_0;
	output tk_out_1;
	output [wAddrWidth-1:0] obc2mem_w_addr;
	output [wDataWidth-1:0] obc2mem_w_data;
	output obc2mem_w_vld;
	logic [wAddrWidth-1:0] pc2obc_addr;
	assign pc2obc_addr = w_req[wDataWidth+wMaskWidth+wAddrWidth-1:wDataWidth+wMaskWidth];
	logic [wDataWidth-1:0] pc2obc_data_mask;
	assign pc2obc_data_mask = w_req[wDataWidth+wMaskWidth-1:wDataWidth];
	logic [wDataWidth-1:0] pc2obc_data;
	assign pc2obc_data = w_req[wDataWidth-1:0];
	assign obc2mem_w_data = (fifo_sel)? obc2mem_data_1: obc2mem_data_2;
	assign obc2mem_w_addr = (fifo_sel)? obc2mem_addr_1: obc2mem_addr_2;
	assign obc2mem_w_vld = ~w_addr_fifo_empty;
	logic tk_count;
	always@(posedge clk_bus) begin
		if (~rst_bus) begin
			tk_count <= 0;
		end
		else if (~(w_addr_fifo_full_almost || w_addr_fifo_full)) begin
			tk_count = (tk_count < nPorts-1)? tk_count + 1 : 0;
		end
	end
	logic fifo_sel;
	always@(posedge clk_bus) begin
		if (~rst_bus) begin
			fifo_sel <= 0;
		end
		else if ((w_addr_fifo_full_almost || w_addr_fifo_full) && w_req_en && fifo_sel == 0) begin
			fifo_sel = ~fifo_sel;
		end
		else if ((w_addr_fifo_full_almost || w_addr_fifo_full) && w_req_en && fifo_sel == 1) begin
			fifo_sel = ~fifo_sel;
		end
	end
	logic w_addr_fifo_full;
	assign w_addr_fifo_full = (~fifo_sel)? w_addr_fifo_full_1: w_addr_fifo_full_2;
	logic w_addr_fifo_empty;
	assign w_addr_fifo_empty = (fifo_sel)? w_addr_fifo_empty_1: w_addr_fifo_empty_2;
	logic w_addr_fifo_full_almost;
	assign w_addr_fifo_full_almost = (~fifo_sel)? w_addr_fifo_full_almost_1: w_addr_fifo_full_almost_2;
	logic [wAddrWidth-1:0] pc2ibc_addr;
	assign obc2mem_addr = (fifo_sel)? obc2mem_addr_1: obc2mem_addr_2;
	logic w_addr_fifo_full_1;
	logic w_addr_fifo_empty_1;
	logic w_addr_fifo_full_almost_1;
	logic mem2obc_addr_en_1;
	logic w_req_en_1;
	logic [wAddrWidth-1:0] obc2mem_addr_1;
	logic [wAddrWidth-1:0] pc2obc_addr_1;
	assign w_req_en_1 = (~fifo_sel)? w_req: 0;
	assign mem2obc_addr_en_1 = (fifo_sel)? mem2obc_en: 0;
	assign pc2obc_addr_1 = (~fifo_sel)? pc2obc_addr: 0;
	FIFO # (.DSIZE(wAddrWidth), .ASIZE(FIFO_ASIZE)) w_addr_fifo_1(.wclk(clk_bus), .rclk(clk_bus), .wrst_n(rst_bus), .rrst_n(rst_bus), .winc(w_req_en_1), .rinc(mem2obc_addr_en_1), .wfull(w_addr_fifo_full_1), .rempty(w_addr_fifo_empty_1), .wfull_almost(w_addr_fifo_full_almost_1), .rdata(obc2mem_addr_1), .wdata(pc2obc_addr_1));
	logic w_addr_fifo_full_2;
	logic w_addr_fifo_empty_2;
	logic w_addr_fifo_full_almost_2;
	logic mem2obc_addr_en_2;
	logic w_req_en_2;
	logic [wAddrWidth-1:0] obc2mem_addr_2;
	logic [wAddrWidth-1:0] pc2obc_addr_2;
	assign w_req_en_2 = (fifo_sel)? w_req: 0;
	assign mem2obc_addr_en_2 = (~fifo_sel)? mem2obc_en: 0;
	assign pc2obc_addr_2 = (fifo_sel)? pc2obc_addr: 0;
	FIFO # (.DSIZE(wAddrWidth), .ASIZE(FIFO_ASIZE)) w_addr_fifo_2(.wclk(clk_bus), .rclk(clk_bus), .wrst_n(rst_bus), .rrst_n(rst_bus), .winc(w_req_en_2), .rinc(mem2obc_addr_en_2), .wfull(w_addr_fifo_full_2), .rempty(w_addr_fifo_empty_2), .wfull_almost(w_addr_fifo_full_almost_2), .rdata(obc2mem_addr_2), .wdata(pc2obc_addr_2));
	logic data_fifo_full;
	assign data_fifo_full = (~fifo_sel)? data_fifo_full_1: data_fifo_full_2;
	logic data_fifo_empty;
	assign data_fifo_empty = (~fifo_sel)? data_fifo_empty_1: data_fifo_empty_2;
	logic data_fifo_full_almost;
	assign data_fifo_full_almost = (~fifo_sel)? data_fifo_full_almost_1: data_fifo_full_almost_2;
	logic data_fifo_full_1;
	logic data_fifo_empty_1;
	logic data_fifo_full_almost_1;
	logic mem2obc_data_en_1;
	logic [wDataWidth-1:0] obc2mem_data_1;
	logic [wDataWidth-1:0] pc2obc_data_1;
	assign pc2obc_data_1 = (~fifo_sel)? pc2obc_data: 0;
	assign mem2obc_data_en_1 = (fifo_sel)? mem2obc_en: 0;
	FIFO # (.DSIZE(wReqWidth-wAddrWidth), .ASIZE(FIFO_ASIZE)) data_fifo_1(.wclk(clk_bus), .rclk(clk_bus), .wrst_n(rst_bus), .rrst_n(rst_bus), .winc(w_req_en_1), .rinc(mem2obc_data_en_1), .wfull(data_fifo_full_1), .rempty(data_fifo_empty_1), .wfull_almost(data_fifo_full_almost_1), .rdata(obc2mem_data_1), .wdata(pc2obc_data_1));
	logic data_fifo_full_2;
	logic data_fifo_empty_2;
	logic data_fifo_full_almost_2;
	logic mem2obc_data_en_2;
	logic [wDataWidth-1:0] obc2mem_data_2;
	logic [wDataWidth-1:0] pc2obc_data_2;
	assign pc2obc_data_2 = (fifo_sel)? pc2obc_data: 0;
	assign mem2obc_data_en_2 = (~fifo_sel)? mem2obc_en: 0;
	FIFO # (.DSIZE(wReqWidth-wAddrWidth), .ASIZE(FIFO_ASIZE)) data_fifo_2(.wclk(clk_bus), .rclk(clk_bus), .wrst_n(rst_bus), .rrst_n(rst_bus), .winc(w_req_en_2), .rinc(mem2obc_data_en_2), .wfull(data_fifo_full_2), .rempty(data_fifo_empty_2), .wfull_almost(data_fifo_full_almost_2), .rdata(obc2mem_data_2), .wdata(pc2obc_data_2));
	assign tk_out_0 = (tk_count == -1 && ~w_addr_fifo_full_almost && ~w_addr_fifo_full)? 1: 0;
	assign tk_out_1 = (tk_count == 0 && ~w_addr_fifo_full_almost && ~w_addr_fifo_full)? 1: 0;
endmodule
==> run.sh <==
#!/bin/bash
# OpenROAD 26Q1-2900-gdf79404cd8, Yosys 0.63+post, stock flow scripts
make -C /OpenROAD-flow-scripts/flow DESIGN_CONFIG=/design/flow/config.mk WORK_HOME=/design/flow/orfs finish
==> config.mk <==
export PLATFORM = sky130hd
export DESIGN_NAME = OBC
export DESIGN_NICKNAME = OBC
export VERILOG_FILES = /design/flow/design.v
export SDC_FILE = /design/flow/constraint.sdc
export NUM_CORES = 4
export LEC_CHECK = 1
export CORE_UTILIZATION = 50
==> constraint.sdc <==
current_design OBC

set clk_period 15.1
set clk_io_pct 0.2

create_clock -name clk0 -period $clk_period [get_ports {clk_bus}]

set non_clock_inputs [all_inputs -no_clocks]
set_input_delay [expr $clk_period * $clk_io_pct] -clock clk0 $non_clock_inputs
set_output_delay [expr $clk_period * $clk_io_pct] -clock clk0 [all_outputs]
==> flow_summary.json <==
{
  "die_x_um": 273.7,
  "grt_first_pass_wirelength_mm": 106.9,
  "cts_tree": "done",
  "layout_top_cells": "edfxtp_1 (736), dfrtp_1 (270), clkdlybuf4s50_1 (188)",
  "hold_buffers": 0,
  "dieHeight_um": 273.7,
  "ant_nets": 0,
  "irDropWorstVdd_v": 0.0001169,
  "outcome": "finished, final reports clean",
  "power_mw": 8.790,
  "slew_viol_final": 0,
  "worstPathArrival_ns": 5.87,
  "netlist_area_sq_um": 36920,
  "yosys-top-cells-area": "edfxtp_1 (60%), dfrtp_1 (19%), mux4_2 (11%)",
  "p_leak_nw": 15.37,
  "first_iter_violations": 667,
  "placed_area_sq_um": 40160,
  "final_common_cell": "edfxtp_1",
  "crit_family": "buffers and inverters",
  "p_sw_frac": 0.2629,
  "warnings": 44,
  "finalHoldViolCount": 0,
  "cts_setup_buffers": 0,
  "clockPowerShare": 0.290,
  "cts_max_level": 3,
  "cts_resized": 0,
  "p_seq_frac": 0.461,
  "avgRoutedWirePerCell_um": 23.10,
  "vias": 16480,
  "hp-start": "data_fifo_2.rptr_empty.rptr[1]",
  "core_sq_um": 72960,
  "max_stage_delay_ns": 0.49,
  "finalSetupTns_ns": 0,
  "grt_overflow_total": 0,
  "fin_crit_sh": 0.5890,
  "reg2reg_from": "fifo_sel",
  "gp_congestion": 0.7614,
  "antenna_found_initial": 5,
  "worstMarginPinSlew_ns": 0.8656,
  "fp-row-count": 99,
  "drive_above_1_share": 0.2464,
  "max_freq_mhz": 112.4,
  "yosysTopAreaCell": "edfxtp_1",
  "fill_cells": 5060,
  "clock_skew_ns": 0.01829,
  "post-synth-top-area-fraction": 0.5987,
  "ys_types": 35,
  "async_flop_share": 0.2750,
  "via_per_inst": 5.454,
  "fin_area_sq_um": 43640,
  "cts_buffer_depth": 3,
  "finalCriticalPeriod_ns": 8.894,
  "ys_ff": 1018,
  "track_usage": 0.2178,
  "drc": 0,
  "boundaryPins": 205,
  "dp_slack_ns": 6.219,
  "clk_latency_ns": 0.65,
  "setup_viol": 0,
  "start_kind": "input port",
  "clk_transition_reported_paths_ns": 0.06,
  "ys_seq_share": 0.7897,
  "comb_power_share": 0.250,
  "critPathBufInv": 2,
  "cts_made_buffers": 101,
  "dieArea_sq_um": 74920,
  "grt_pass1_vias": 18300,
  "grt_max_degree": 104,
  "cts-root-buf": "clkbuf_16",
  "fp_util": 0.5060,
  "netlist_instances": 1709,
  "syn_to_final_growth_pct": 18.22,
  "ys_warn_count": 16,
  "cts_num_sinks": 1018,
  "crit_type": "in -> out",
  "totalWireLength_mm": 69.81,
  "hpwl_mm": 37.75,
  "p_switching_mw": 2.310,
  "cp-startpoint": "w_req[0]",
  "power.internal_mw": 6.479,
  "ys_area_sq_um": 36920,
  "worstPathMaxFanout": 7,
  "cp.required_ns": 12.08,
  "dr.pass1.iters": 4,
  "port_buffers": 189,
  "cpMaxStageDelayCell": "clkdlybuf4s50_1",
  "maxSlewHeadroom": 0.4216,
  "cp-end-kind": "output port",
  "edf_count": 736,
  "ys_cells": 1709,
  "crit_path_cell_trace": "clkdlybuf4s50_1, nand2_1, nor2_1, ha_1, ha_1, xor2_1, xnor2_1, o21ai_2, a221oi_2, nor2_1, clkdlybuf4s50_1",
  "ff_type": "edfxtp_1",
  "whs_ns": 0.3395,
  "cellPowerDensity_nw_per_um2": 201.4,
  "min_path_type": "reg -> reg",
  "syn_avg_cell_area_sq_um": 21.60,
  "setup_ws_ns": 6.206,
  "drv_cap": 0,
  "rsz0062_at_grt": "no"
}
final cells by class:
| cell class | instances | area (sq um) | share of cell area |
|---|---|---|---|
| Sequential cell | 1018 | 29170 | 0.6685 |
| Multi-Input combinational cell | 611 | 7500 | 0.1718 |
| Clock buffer | 155 | 3108 | 0.07121 |
| Timing Repair Buffer | 233 | 2252 | 0.05160 |
| Tap cell | 959 | 1200 | 0.02749 |
| Clock inverter | 37 | 376.6 | 0.008629 |
| Inverter | 8 | 30.03 | 0.0006881 |
| Antenna cell | 1 | 2.502 | 0.00005734 |
layer usage:
metal / track usage / vias to the layer above / part of all wire
met5: 0.01091 / - / 0.0023
met4: 0.04043 / 10 / 0.021
met3: 0.1241 / 113 / 0.13
met2: 0.3238 / 779 / 0.50
met1: 0.3153 / 8344 / 0.35
li1: - / 7236 / -
stage by stage:
| step | instances | utilization |
|---|---|---|
| 2_1_floorplan | 1709 | - |
| 3_3_place_gp | 2829 | 0.5504 |
| 3_5_place_dp | 2829 | 0.5504 |
| 4_1_cts | 3021 | 0.5982 |
| 5_1_grt | 3022 | 0.5982 |
| 6_report | 3022 | 0.5982 |
worst paths after layout:
path / depth (start not counted) / to / slack (ns)
max reg2reg: 4 / data_fifo_2.fifomem.mem[3][60] / 12.12
max: 11 / tk_out_1 / 6.21
min: 0 / data_fifo_2.sync_r2w.wq1_rptr[1] / 0.34
min in group asynchronous: 1 / data_fifo_1.rdata[51] / 2.32
max in group asynchronous: 3 / data_fifo_2.rptr_empty.rbin[0] / 11.19
min reg2reg: 0 / data_fifo_2.sync_r2w.wq1_rptr[1] / 0.34
registers in the layout, indices dropped and copies added (netlist names), 28 cells and up:
register / count
data_fifo_1.fifomem.mem: 256
data_fifo_2.fifomem.mem: 256
w_addr_fifo_1.fifomem.mem: 112
w_addr_fifo_2.fifomem.mem: 112
data_fifo_1.rdata: 64
data_fifo_2.rdata: 64
w_addr_fifo_1.rdata: 28
w_addr_fifo_2.rdata: 28
kinds of logic (layout without fill, tap and decap cells):
logic type | Yosys count | count (layout) | share of synthesized area
AOI/OAI and AO/OA | 16 | 16 | 0.003050
xor gates and xnor gates | 34 | 34 | 0.008270
adders and majority gates | 18 | 18 | 0.006101
buffers and inverters | 80 | 433 | 0.009354
DFF | 1018 | 1018 | 0.7897
muxes | 278 | 278 | 0.1409
other | 1 | 2 | 0.0001016
and+or+nand+nor | 264 | 264 | 0.04257
cells in the mapped netlist, types with 9 or more instances:
library cell and count:
xnor2_1 9, nor2b_1 91, nand2_1 10, xor2_1 24
and2_1 91, buf_2 26, and3_1 12, mux2_2 92
dfrtp_1 276, mux4_2 184, ha_1 18, edfxtp_1 736
nand3b_1 9, clkbuf_1 35, nor2_1 22
power groups by stage:
stage	combinational (mW)	sequential (mW)	clock (mW)
CTS	2.26	4.07	2.61
global route	2.41	4.12	2.70
finish	2.20	4.05	2.55
No activity file was given, so power comes from the tool's default toggle rates.
