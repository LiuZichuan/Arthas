==> flow/design.v <==
module FIFO #(parameter DSIZE = 16,
               parameter ASIZE = 5)
  (output reg [DSIZE-1:0] rdata,
   output             wfull,
   output             rempty,
   output             wfull_almost,
   input  [DSIZE-1:0] wdata,
   input              winc, wclk, wrst_n,
   input              rinc, rclk, rrst_n);
  wire   [ASIZE-1:0] waddr, raddr;
  wire   [ASIZE:0]   wptr, rptr, wq2_rptr, rq2_wptr;
  wire [DSIZE-1:0] rdata__;
  sync_r2w # (.ADDRSIZE(ASIZE)) sync_r2w (.wq2_rptr(wq2_rptr), .rptr(rptr),
                        .wclk(wclk), .wrst_n(wrst_n));
  sync_w2r # (.ADDRSIZE(ASIZE)) sync_w2r (.rq2_wptr(rq2_wptr), .wptr(wptr),
                        .rclk(rclk), .rrst_n(rrst_n));
  fifomem #(DSIZE, ASIZE) fifomem
                          (.rdata(rdata__), .wdata(wdata),
                           .waddr(waddr), .raddr(raddr),
                           .wclken(winc), .wfull(wfull),
                           .wclk(wclk));
  rptr_empty #(ASIZE)     rptr_empty
                          (.rempty(rempty),
                           .raddr(raddr),
                           .rptr(rptr), .rq2_wptr(rq2_wptr),
                           .rinc(rinc), .rclk(rclk),
                           .rrst_n(rrst_n));
  wptr_full #(ASIZE)      wptr_full
                          (.wfull(wfull), .waddr(waddr),
                           .wptr(wptr), .wq2_rptr(wq2_rptr),
                           .winc(winc), .wclk(wclk),
                           .wrst_n(wrst_n), .wfull_almost(wfull_almost));
  always@(posedge rclk or negedge rrst_n) begin
    if (~rrst_n)
        rdata <= 0;
    else
        rdata <= rdata__;
  end
endmodule
module fifomem #(parameter  DATASIZE = 12,   
                 parameter  ADDRSIZE = 3)   
  (output  [DATASIZE-1:0]  rdata,
   input   [DATASIZE-1:0]  wdata,
   input   [ADDRSIZE-1:0]  waddr, raddr,
   input                   wclken, wfull, wclk);
    localparam DEPTH = 1<<ADDRSIZE;
    reg [DATASIZE-1:0] mem [0:DEPTH-1];
    assign rdata = mem[raddr];
    always @(posedge wclk)
      if (wclken && !wfull) mem[waddr] <= wdata;
endmodule
module rptr_empty #(parameter ADDRSIZE = 3)(
  output reg rempty,
  output     [ADDRSIZE-1:0] raddr,
  output reg [ADDRSIZE :0] rptr,
  input      [ADDRSIZE :0] rq2_wptr,
  input      rinc, rclk, rrst_n
  );
  reg [ADDRSIZE:0] rbin;
  wire [ADDRSIZE:0] rgraynext, rbinnext;
  always @(posedge rclk or negedge rrst_n)
    if (!rrst_n) {rbin, rptr} <= 0;
    else         {rbin, rptr} <= {rbinnext, rgraynext};
  assign raddr= rbin[ADDRSIZE-1:0];
  assign rbinnext = rbin + (rinc & ~rempty);
  assign rgraynext = (rbinnext>>1) ^ rbinnext;
  assign rempty_val = (rgraynext == rq2_wptr);
  always @(posedge rclk or negedge rrst_n)
    if (!rrst_n) rempty <= 1'b1;
    else         rempty <= rempty_val;
endmodule
module sync_r2w #(parameter ADDRSIZE = 3)(
  output reg [ADDRSIZE:0] wq2_rptr,
  input      [ADDRSIZE:0] rptr,
  input                   wclk, wrst_n
  );
  reg [ADDRSIZE:0] wq1_rptr;
  always @(posedge wclk or negedge wrst_n)
    if (!wrst_n) {wq2_rptr, wq1_rptr} <= 0;
    else         {wq2_rptr, wq1_rptr} <= {wq1_rptr,rptr};
endmodule
module sync_w2r #(parameter ADDRSIZE = 3)(
  output reg [ADDRSIZE:0] rq2_wptr,
  input      [ADDRSIZE:0] wptr,
  input
  rclk, rrst_n
  );
  reg [ADDRSIZE:0] rq1_wptr;
  always @(posedge rclk or negedge rrst_n)
    if (!rrst_n) {rq2_wptr,rq1_wptr} <= 0;
    else         {rq2_wptr,rq1_wptr} <= {rq1_wptr,wptr};
endmodule
module wptr_full #(parameter ADDRSIZE = 3)(
  output reg wfull,
  output wfull_almost,
  output     [ADDRSIZE-1:0] waddr,
  output reg [ADDRSIZE :0] wptr,
  input      [ADDRSIZE :0] wq2_rptr,
  input      winc, wclk, wrst_n
  );
  reg [ADDRSIZE:0] wbin;
  wire [ADDRSIZE:0] wgraynext, wbinnext;
  always @(posedge wclk or negedge wrst_n)
    if (!wrst_n) {wbin, wptr} <= 0;
    else         {wbin, wptr} <= {wbinnext, wgraynext};
  assign waddr = wbin[ADDRSIZE-1:0];
  assign wbinnext = wbin + (winc & ~wfull);
  assign wgraynext = (wbinnext>>1) ^ wbinnext;
  assign wfull_val = (wgraynext=={~wq2_rptr[ADDRSIZE:ADDRSIZE-1],
                                   wq2_rptr[ADDRSIZE-2:0]});
  assign wfull_almost = wfull_val;
  always @(posedge wclk or negedge wrst_n)
    if (!wrst_n) wfull <= 1'b0;
    else         wfull <= wfull_val;
endmodule
`timescale 1ns / 1ps
module IBC(
	clk_bus,
	rst_bus,
	r_req,
	r_req_en,
	mem2ibc_en,
	mem2ibc_data,
	mem2ibc_data_en,
	ibc2mem_r_addr,
	ibc2mem_r_vld,
	ibc2pc_data,
	ibc2pc_data_en_0,
	ibc2pc_data_en_1,
	ibc2pc_data_en_2,
	ibc2pc_data_en_3,
	ibc2pc_data_en_4,
	ibc2pc_data_en_5,
	tk_out_0,
	tk_out_1,
	tk_out_2,
	tk_out_3,
	tk_out_4,
	tk_out_5,
);
	parameter nPorts = 6;
	parameter rAddrWidth = 28;
	parameter rDataWidth = 64;
	parameter rReqWidth = 31;
	localparam FIFO_ASIZE = ($clog2(nPorts) > 2)? $clog2(nPorts) : 2;
	input clk_bus, rst_bus, r_req_en, mem2ibc_data_en, mem2ibc_en;
	input [rReqWidth-1:0] r_req;
	input [rDataWidth-1:0] mem2ibc_data;
	output ibc2pc_data_en_0;
	output ibc2pc_data_en_1;
	output ibc2pc_data_en_2;
	output ibc2pc_data_en_3;
	output ibc2pc_data_en_4;
	output ibc2pc_data_en_5;
	output tk_out_0;
	output tk_out_1;
	output tk_out_2;
	output tk_out_3;
	output tk_out_4;
	output tk_out_5;
	output [rAddrWidth-1:0] ibc2mem_r_addr;
	output ibc2mem_r_vld;
	output [rDataWidth-1:0] ibc2pc_data;
	logic [rAddrWidth-1:0] pc2ibc_addr;
	assign pc2ibc_addr = r_req[rAddrWidth-1:0];
	logic [rReqWidth-rAddrWidth-1:0] p_id;
	assign p_id = r_req[rReqWidth-1:rAddrWidth];
	assign ibc2mem_r_addr = (fifo_sel)? ibc2mem_addr_1: ibc2mem_addr_2;
	assign ibc2mem_r_vld = ~r_addr_fifo_empty;
	logic fifo_sel;
	always@(posedge clk_bus) begin
		if (~rst_bus) begin
			fifo_sel <= 0;
		end
		else if ((r_addr_fifo_full_almost || r_addr_fifo_full) && r_req_en && fifo_sel == 0 && p_id_fifo_empty_2) begin
			fifo_sel = ~fifo_sel;
		end
		else if ((r_addr_fifo_full_almost || r_addr_fifo_full) && r_req_en && fifo_sel == 1 && p_id_fifo_empty_1) begin
			fifo_sel = ~fifo_sel;
		end
	end
	logic r_addr_fifo_full;
	assign r_addr_fifo_full = (~fifo_sel)? r_addr_fifo_full_1: r_addr_fifo_full_2;
	logic r_addr_fifo_empty;
	assign r_addr_fifo_empty = (fifo_sel)? r_addr_fifo_empty_1: r_addr_fifo_empty_2;
	logic r_addr_fifo_full_almost;
	assign r_addr_fifo_full_almost = (~fifo_sel)? r_addr_fifo_full_almost_1: r_addr_fifo_full_almost_2;
	assign pc2ibc_addr = (~fifo_sel)? pc2ibc_addr_1: pc2ibc_addr_2;
	logic r_addr_fifo_full_1;
	logic r_addr_fifo_empty_1;
	logic r_addr_fifo_full_almost_1;
	logic ibc2mem_addr_en_1;
	logic r_req_en_1;
	logic [rAddrWidth-1:0] ibc2mem_addr_1;
	logic [rAddrWidth-1:0] pc2ibc_addr_1;
	assign r_req_en_1 = (~fifo_sel)? r_req: 0;
	assign ibc2mem_addr_en_1 = (fifo_sel)? mem2ibc_en: 0;
	FIFO # (.DSIZE(rAddrWidth), .ASIZE(FIFO_ASIZE)) r_addr_fifo_1(.wclk(clk_bus), .rclk(clk_bus), .wrst_n(rst_bus), .rrst_n(rst_bus), .winc(r_req_en_1), .rinc(ibc2mem_addr_en_1), .wfull(r_addr_fifo_full_1), .rempty(r_addr_fifo_empty_1), .wfull_almost(r_addr_fifo_full_almost_1), .rdata(ibc2mem_addr_1), .wdata(pc2ibc_addr_1));
	logic r_addr_fifo_full_2;
	logic r_addr_fifo_empty_2;
	logic r_addr_fifo_full_almost_2;
	logic ibc2mem_addr_en_2;
	logic r_req_en_2;
	logic [rAddrWidth-1:0] ibc2mem_addr_2;
	logic [rAddrWidth-1:0] pc2ibc_addr_2;
	assign r_req_en_2 = (fifo_sel)? r_req: 0;
	assign ibc2mem_addr_en_2 = (~fifo_sel)? mem2ibc_en: 0;
	FIFO # (.DSIZE(rAddrWidth), .ASIZE(FIFO_ASIZE)) r_addr_fifo_2(.wclk(clk_bus), .rclk(clk_bus), .wrst_n(rst_bus), .rrst_n(rst_bus), .winc(r_req_en_2), .rinc(ibc2mem_addr_en_2), .wfull(r_addr_fifo_full_2), .rempty(r_addr_fifo_empty_2), .wfull_almost(r_addr_fifo_full_almost_2), .rdata(ibc2mem_addr_2), .wdata(pc2ibc_addr_2));
	logic p_id_fifo_full;
	assign p_id_fifo_full = (~fifo_sel)? p_id_fifo_full_1: p_id_fifo_full_2;
	logic p_id_fifo_empty;
	assign p_id_fifo_empty = (~fifo_sel)? p_id_fifo_empty_1: p_id_fifo_empty_2;
	logic p_id_fifo_full_almost;
	assign p_id_fifo_full_almost = (~fifo_sel)? p_id_fifo_full_almost_1: p_id_fifo_full_almost_2;
	logic [rReqWidth-rAddrWidth-1:0] ibc2pc_p_id;
	logic [rReqWidth-rAddrWidth-1:0] pc2ibc_p_id;
	assign pc2ibc_p_id = p_id;
	logic p_id_fifo_full_1;
	logic p_id_fifo_empty_1;
	logic p_id_fifo_full_almost_1;
	logic mem2ibc_data_en_1;
	logic [rReqWidth-rAddrWidth-1:0] ibc2pc_p_id_1;
	logic [rReqWidth-rAddrWidth-1:0] pc2ibc_p_id_1;
	assign pc2ibc_p_id_1 = (~fifo_sel)? pc2ibc_p_id: 0;
	assign mem2ibc_data_en_1 = (~fifo_sel)? mem2ibc_data_en: 0;
	FIFO # (.DSIZE(rReqWidth-rAddrWidth), .ASIZE(FIFO_ASIZE)) p_id_fifo_1(.wclk(clk_bus), .rclk(clk_bus), .wrst_n(rst_bus), .rrst_n(rst_bus), .winc(r_req_en_1), .rinc(mem2ibc_data_en_1), .wfull(p_id_fifo_full_1), .rempty(p_id_fifo_empty_1), .wfull_almost(p_id_fifo_full_almost_1), .rdata(ibc2pc_p_id_1), .wdata(pc2ibc_p_id_1));
	logic p_id_fifo_full_2;
	logic p_id_fifo_empty_2;
	logic p_id_fifo_full_almost_2;
	logic mem2ibc_data_en_2;
	logic [rReqWidth-rAddrWidth-1:0] ibc2pc_p_id_2;
	logic [rReqWidth-rAddrWidth-1:0] pc2ibc_p_id_2;
	assign pc2ibc_p_id_2 = (fifo_sel)? pc2ibc_p_id: 0;
	assign mem2ibc_data_en_2 = (fifo_sel)? mem2ibc_data_en: 0;
	FIFO # (.DSIZE(rReqWidth-rAddrWidth), .ASIZE(FIFO_ASIZE)) p_id_fifo_2(.wclk(clk_bus), .rclk(clk_bus), .wrst_n(rst_bus), .rrst_n(rst_bus), .winc(r_req_en_2), .rinc(mem2ibc_data_en_2), .wfull(p_id_fifo_full_2), .rempty(p_id_fifo_empty_2), .wfull_almost(p_id_fifo_full_almost_2), .rdata(ibc2pc_p_id_2), .wdata(pc2ibc_p_id_2));
	logic [rReqWidth-rAddrWidth-1:0] tk_count;
	always@(posedge clk_bus) begin
		if (~rst_bus) begin
			tk_count <= 0;
		end
		else if (~p_id_fifo_full_almost) begin
			tk_count <= (tk_count < nPorts -1)? tk_count + 1 : 0;
		end
	end
	assign ibc2pc_data_en_0 = (ibc2pc_p_id == -1)? mem2ibc_data_en: 0;
	assign ibc2pc_data_en_1 = (ibc2pc_p_id == 0)? mem2ibc_data_en: 0;
	assign ibc2pc_data_en_2 = (ibc2pc_p_id == 1)? mem2ibc_data_en: 0;
	assign ibc2pc_data_en_3 = (ibc2pc_p_id == 2)? mem2ibc_data_en: 0;
	assign ibc2pc_data_en_4 = (ibc2pc_p_id == 3)? mem2ibc_data_en: 0;
	assign ibc2pc_data_en_5 = (ibc2pc_p_id == 4)? mem2ibc_data_en: 0;
	assign ibc2pc_data = mem2ibc_data;
	assign tk_out_0 = (tk_count == -1 && ~r_addr_fifo_full_almost && ~r_addr_fifo_full)? 1: 0;
	assign tk_out_1 = (tk_count == 0 && ~r_addr_fifo_full_almost && ~r_addr_fifo_full)? 1: 0;
	assign tk_out_2 = (tk_count == 1 && ~r_addr_fifo_full_almost && ~r_addr_fifo_full)? 1: 0;
	assign tk_out_3 = (tk_count == 2 && ~r_addr_fifo_full_almost && ~r_addr_fifo_full)? 1: 0;
	assign tk_out_4 = (tk_count == 3 && ~r_addr_fifo_full_almost && ~r_addr_fifo_full)? 1: 0;
	assign tk_out_5 = (tk_count == 4 && ~r_addr_fifo_full_almost && ~r_addr_fifo_full)? 1: 0;
endmodule
==> flow/run.sh <==
#!/bin/bash
# OpenROAD 26Q1-2900-gdf79404cd8, Yosys 0.63+post, stock flow scripts
make -C /OpenROAD-flow-scripts/flow DESIGN_CONFIG=/design/flow/config.mk WORK_HOME=/design/flow/orfs finish
==> flow/config.mk <==
export PLATFORM = sky130hd
export DESIGN_NAME = IBC
export DESIGN_NICKNAME = IBC
export VERILOG_FILES = /design/flow/design.v
export SDC_FILE = /design/flow/constraint.sdc
export NUM_CORES = 4
export LEC_CHECK = 1
export CORE_UTILIZATION = 30
==> flow/constraint.sdc <==
current_design IBC

set clk_period 3.5
set clk_io_pct 0.2

create_clock -name clk0 -period $clk_period [get_ports {clk_bus}]

set non_clock_inputs [all_inputs -no_clocks]
set_input_delay [expr $clk_period * $clk_io_pct] -clock clk0 $non_clock_inputs
set_output_delay [expr $clk_period * $clk_io_pct] -clock clk0 [all_outputs]
==> impl_metrics.json <==
{
  "firstError": "ERROR: Found 28 problems in 'check -assert'.",
  "ys_warn_count": 11,
  "yosysUniqueCellTypes": 33,
  "lastStage": "1_2_yosys",
  "ys_area_sq_um": 3461,
  "ys_cells": 289,
  "edf_count": 0,
  "status": "aborted with a tool error",
  "yosysSeqAreaShare": 0.5018,
  "ff_type": "dfrtp_1",
  "numSynthFlops": 70,
  "synthArstFlopShare": 0.9429
}
[synth_stat cells (3+ instances only)]
cell type  number  area, sq um
buf_4         127        953.4
dfrtp_1        62         1551
ha_1           17        212.7
inv_1          12        45.04
nand2_1         8        30.03
xor2_1          8        70.07
nor3b_1         6        45.04
nand3_1         5        25.02
dfstp_2         4        105.1
dfxtp_1         4        80.08
mux2i_1         4        40.04
xnor2_1         4        35.03
xnor2_2         4        65.06
nor2_1          3        11.26
nor3b_2         3        37.54
[logic make-up after synthesis]
family	count (synthesis)	synth area share
DFF	70	0.5018
buffers and inverters	141	0.2928
xor gates and xnor gates	16	0.04917
adders and majority gates	17	0.06146
and+or+nand+nor	34	0.06399
AOI/OAI and AO/OA	6	0.01808
muxes	4	0.01157
other	1	0.001084
