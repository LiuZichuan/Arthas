`run.sh`:
```
#!/bin/bash
# OpenROAD 26Q1-2900-gdf79404cd8, Yosys 0.63+post, stock flow scripts
make -C /OpenROAD-flow-scripts/flow DESIGN_CONFIG=/design/flow/config.mk WORK_HOME=/design/flow/orfs finish
```
`config.mk`:
```
export PLATFORM = sky130hd
export DESIGN_NAME = PCv1
export DESIGN_NICKNAME = PCv1
export VERILOG_FILES = /design/flow/design.v
export SDC_FILE = /design/flow/constraint.sdc
export NUM_CORES = 4
export LEC_CHECK = 1
export CORE_AREA = 10 10 78 78
export DIE_AREA = 0 0 88 88
```
`constraint.sdc`:
```
current_design PCv1

set clk_period 2.0
set clk_io_pct 0.2

create_clock -name clk0 -period $clk_period [get_ports {clk_array}]
create_clock -name clk1 -period $clk_period [get_ports {clk_bus}]

set non_clock_inputs [all_inputs -no_clocks]
set_input_delay [expr $clk_period * $clk_io_pct] -clock clk0 $non_clock_inputs
set_output_delay [expr $clk_period * $clk_io_pct] -clock clk0 [all_outputs]
```
`design.v`:
```
module FIFO #(parameter DSIZE = 16,
               parameter ASIZE = 5)
  (output reg [DSIZE-1:0] rdata,
   output             wfull,
   output             rempty,
   output             wfull_almost,
   input  [DSIZE-1:0] wdata,
   input              winc, wclk, wrst_n,
   input              rinc, rclk, rrst_n);
  wire   [ASIZE-1:0] waddr, raddr;
  wire   [ASIZE:0]   wptr, rptr, wq2_rptr, rq2_wptr;
  wire [DSIZE-1:0] rdata__;
  sync_r2w # (.ADDRSIZE(ASIZE)) sync_r2w (.wq2_rptr(wq2_rptr), .rptr(rptr),
                        .wclk(wclk), .wrst_n(wrst_n));
  sync_w2r # (.ADDRSIZE(ASIZE)) sync_w2r (.rq2_wptr(rq2_wptr), .wptr(wptr),
                        .rclk(rclk), .rrst_n(rrst_n));
  fifomem #(DSIZE, ASIZE) fifomem
                          (.rdata(rdata__), .wdata(wdata),
                           .waddr(waddr), .raddr(raddr),
                           .wclken(winc), .wfull(wfull),
                           .wclk(wclk));
  rptr_empty #(ASIZE)     rptr_empty
                          (.rempty(rempty),
                           .raddr(raddr),
                           .rptr(rptr), .rq2_wptr(rq2_wptr),
                           .rinc(rinc), .rclk(rclk),
                           .rrst_n(rrst_n));
  wptr_full #(ASIZE)      wptr_full
                          (.wfull(wfull), .waddr(waddr),
                           .wptr(wptr), .wq2_rptr(wq2_rptr),
                           .winc(winc), .wclk(wclk),
                           .wrst_n(wrst_n), .wfull_almost(wfull_almost));
  always@(posedge rclk or negedge rrst_n) begin
    if (~rrst_n)
        rdata <= 0;
    else
        rdata <= rdata__;
  end
endmodule
module fifomem #(parameter  DATASIZE = 12,   
                 parameter  ADDRSIZE = 3)   
  (output  [DATASIZE-1:0]  rdata,
   input   [DATASIZE-1:0]  wdata,
   input   [ADDRSIZE-1:0]  waddr, raddr,
   input                   wclken, wfull, wclk);
    localparam DEPTH = 1<<ADDRSIZE;
    reg [DATASIZE-1:0] mem [0:DEPTH-1];
    assign rdata = mem[raddr];
    always @(posedge wclk)
      if (wclken && !wfull) mem[waddr] <= wdata;
endmodule
module rptr_empty #(parameter ADDRSIZE = 3)(
  output reg rempty,
  output     [ADDRSIZE-1:0] raddr,
  output reg [ADDRSIZE :0] rptr,
  input      [ADDRSIZE :0] rq2_wptr,
  input      rinc, rclk, rrst_n
  );
  reg [ADDRSIZE:0] rbin;
  wire [ADDRSIZE:0] rgraynext, rbinnext;
  always @(posedge rclk or negedge rrst_n)
    if (!rrst_n) {rbin, rptr} <= 0;
    else         {rbin, rptr} <= {rbinnext, rgraynext};
  assign raddr= rbin[ADDRSIZE-1:0];
  assign rbinnext = rbin + (rinc & ~rempty);
  assign rgraynext = (rbinnext>>1) ^ rbinnext;
  assign rempty_val = (rgraynext == rq2_wptr);
  always @(posedge rclk or negedge rrst_n)
    if (!rrst_n) rempty <= 1'b1;
    else         rempty <= rempty_val;
endmodule
module sync_r2w #(parameter ADDRSIZE = 3)(
  output reg [ADDRSIZE:0] wq2_rptr,
  input      [ADDRSIZE:0] rptr,
  input                   wclk, wrst_n
  );
  reg [ADDRSIZE:0] wq1_rptr;
  always @(posedge wclk or negedge wrst_n)
    if (!wrst_n) {wq2_rptr, wq1_rptr} <= 0;
    else         {wq2_rptr, wq1_rptr} <= {wq1_rptr,rptr};
endmodule
module sync_w2r #(parameter ADDRSIZE = 3)(
  output reg [ADDRSIZE:0] rq2_wptr,
  input      [ADDRSIZE:0] wptr,
  input
  rclk, rrst_n
  );
  reg [ADDRSIZE:0] rq1_wptr;
  always @(posedge rclk or negedge rrst_n)
    if (!rrst_n) {rq2_wptr,rq1_wptr} <= 0;
    else         {rq2_wptr,rq1_wptr} <= {rq1_wptr,wptr};
endmodule
module wptr_full #(parameter ADDRSIZE = 3)(
  output reg wfull,
  output wfull_almost,
  output     [ADDRSIZE-1:0] waddr,
  output reg [ADDRSIZE :0] wptr,
  input      [ADDRSIZE :0] wq2_rptr,
  input      winc, wclk, wrst_n
  );
  reg [ADDRSIZE:0] wbin;
  wire [ADDRSIZE:0] wgraynext, wbinnext;
  always @(posedge wclk or negedge wrst_n)
    if (!wrst_n) {wbin, wptr} <= 0;
    else         {wbin, wptr} <= {wbinnext, wgraynext};
  assign waddr = wbin[ADDRSIZE-1:0];
  assign wbinnext = wbin + (winc & ~wfull);
  assign wgraynext = (wbinnext>>1) ^ wbinnext;
  assign wfull_val = (wgraynext=={~wq2_rptr[ADDRSIZE:ADDRSIZE-1],
                                   wq2_rptr[ADDRSIZE-2:0]});
  assign wfull_almost = wfull_val;
  always @(posedge wclk or negedge wrst_n)
    if (!wrst_n) wfull <= 1'b0;
    else         wfull <= wfull_val;
endmodule
`timescale 1ns / 1ps
module PCv1(
    clk_bus,
    clk_array,
    rst_bus,
    rst_array,
    start,
    tk_en,
    rd_data_mem2pc,
    rd_data_mem2pc_en,
    wrdy,
    config_bits,
    rd_req_en,
    rd_req_out,
    rd_data_pc2arr,
    rd_data_pc2arr_en
    );
    parameter WIDTH_ARR = 16;
    parameter WIDTH_BUS = 64;
    parameter P_ID = 0;
    localparam WIDTH_P_ID = 6;
    localparam WIDTH_MEM_ADDR = 28;
    localparam WIDTH_REQ = WIDTH_P_ID + WIDTH_MEM_ADDR;
    localparam WIDTH_CONFIGBITS = WIDTH_MEM_ADDR + WIDTH_MEM_ADDR;
    localparam S0 = 0; localparam S1 = 1; localparam S2 = 2; localparam Sp = 3;
    localparam P2S_FACT = WIDTH_BUS / WIDTH_ARR;
    localparam FIFO_ASIZE = $clog2(P2S_FACT);
    input clk_bus, clk_array, start, rst_bus, rst_array, tk_en, rd_data_mem2pc_en, wrdy;
    input [WIDTH_BUS-1:0] rd_data_mem2pc;
    input [WIDTH_CONFIGBITS-1:0] config_bits;
    output reg rd_req_en;
    output reg rd_data_pc2arr_en;
    output [WIDTH_REQ-1:0] rd_req_out;
    output [WIDTH_ARR-1:0] rd_data_pc2arr;
    logic [WIDTH_MEM_ADDR-1:0] ADDR_BASE;
    logic [WIDTH_MEM_ADDR-1:0] ADDR_OFFSET;
    logic [WIDTH_MEM_ADDR-1:0] addr_offset_count;
    logic [WIDTH_MEM_ADDR-1:0] abs_addr;
    assign ADDR_BASE = config_bits[WIDTH_CONFIGBITS-1:WIDTH_CONFIGBITS-WIDTH_MEM_ADDR];
    assign ADDR_OFFSET = config_bits[WIDTH_MEM_ADDR-1:0];
    assign abs_addr = ADDR_BASE + addr_offset_count;
    always@(posedge clk_bus) begin
        if (~rst_bus) begin
            addr_offset_count <= 0;
        end
        else if (state == S1 && rd_data_mem2pc_en) begin
            addr_offset_count <= (addr_offset_count < ADDR_OFFSET)? (addr_offset_count + 1): 0;
        end
    end
    logic [WIDTH_REQ-1:0] rd_req;
    assign rd_req = (rd_req_en_)? {P_ID, abs_addr}: 0;
    logic rd_req_en_;
    always@(posedge clk_bus) begin
        if (~rst_bus) begin
            rd_req_en_ <= 0;
        end
        else if ((state == Sp && wrdy && addr_offset_count <= ADDR_OFFSET)
               ||(state == S2 && p2s_count == P2S_FACT-1 && wrdy && addr_offset_count <= ADDR_OFFSET)) begin
            rd_req_en_ <= 1;
        end
        else begin
            rd_req_en_ <= 0;
        end
    end
    logic [$clog2(P2S_FACT)-1:0] p2s_count;
    always@(posedge clk_bus) begin
        if (~rst_bus) begin
            p2s_count <= 0;
        end
        else if (state == S2 && ~p2s_fifo_full) begin
            p2s_count <= (p2s_count < P2S_FACT-1)? (p2s_count + 1): 0;
        end
        else begin
            p2s_count <= 0;
        end
    end
    reg [WIDTH_BUS-1:0] p2s_data_reg;
    always@(posedge clk_bus) begin
        if (~rst_bus) begin
            p2s_data_reg <= 0;
        end
        else if (state == S1 && rd_data_mem2pc_en) begin
            p2s_data_reg <= rd_data_mem2pc;
        end
    end
    logic state;
    always@(posedge clk_bus) begin
        if (rst_bus) begin
            state <= S0;
        end
        else begin
            case (state)
                S0: begin
                        if (start) begin
                            state <= Sp;
                        end
                    end
                Sp: begin
                        if (wrdy && addr_offset_count <= ADDR_OFFSET) begin
                            state <= S1;
                        end
                     end
                S1: begin
                        if (rd_data_mem2pc_en) begin
                            state <= S2;
                        end 
                    end
                S2: begin
                        if (p2s_count == P2S_FACT-1) begin
                            state <= (addr_offset_count > ADDR_OFFSET)? S0: ((wrdy)? S2:Sp);
                        end
                    end
            endcase
        end
    end
    logic [WIDTH_REQ-1:0] req_fifo_rdata, req_fifo_wdata;
    logic req_fifo_full, req_fifo_empty, req_fifo_full_almost, req_fifo_we, req_fifo_re;
    assign req_fifo_wdata = rd_req;
    assign req_fifo_we = rd_req_en_;
    assign req_fifo_re = tk_en & ~req_fifo_empty;
    assign rd_req_out = req_fifo_rdata;
    always@(posedge clk_bus) rd_req_en <= req_fifo_re;
    FIFO # (.DSIZE(WIDTH_REQ), .ASIZE(2)) rd_req_fifo (.rdata(req_fifo_rdata), .wfull(req_fifo_full), .rempty(req_fifo_empty),
                                                       .wfull_almost(req_fifo_full_almost), .wdata(req_fifo_wdata), 
                                                       .winc(req_fifo_we), .wclk(clk_array), .wrst_n(rst_array), 
                                                       .rinc(req_fifo_re), .rclk(clk_bus), .rrst_n(rst_bus));
    logic [WIDTH_ARR-1:0] p2s_fifo_rdata, p2s_fifo_wdata;
    logic p2s_fifo_full, p2s_fifo_empty, p2s_fifo_full_almost, p2s_fifo_we, p2s_fifo_re;
    assign p2s_fifo_we = (state == S2 && ~p2s_fifo_full);
    assign p2s_fifo_wdata = (p2s_fifo_we)? p2s_data_reg[WIDTH_BUS-1-p2s_count*WIDTH_ARR -: WIDTH_ARR]: 0;
    assign p2s_fifo_re = wrdy && ~p2s_fifo_empty;
    assign rd_data_pc2arr = p2s_fifo_rdata;
    always@(posedge clk_bus) rd_data_pc2arr_en <=  p2s_fifo_re;
    FIFO # (.DSIZE(WIDTH_ARR), .ASIZE(FIFO_ASIZE)) p2s_data_fifo (.rdata(p2s_fifo_rdata), .wfull(p2s_fifo_full), .rempty(p2s_fifo_empty),
                                                                       .wfull_almost(p2s_fifo_full_almost), .wdata(p2s_fifo_wdata), 
                                                                       .winc(p2s_fifo_we), .wclk(clk_bus), .wrst_n(rst_bus), 
                                                                       .rinc(p2s_fifo_re), .rclk(clk_bus), .rrst_n(rst_bus));
endmodule
```
==> metrics.log <==
[report] extracting results
[metrics] sequential element share of the synthesized area: 33.05%
[metrics] minimum setup slack among reg-to-reg paths: 0.66 ns
[metrics] syn_area_per_cell: 10.06 um^2
[metrics] top-area cell type share of the netlist area: 51.11%
[metrics] post-DR vias/cell: 2.474
[metrics] Row Count: 24
[metrics] number of global-route vias before repair: 424
[metrics] number of maximum-capacitance constraint violations: 0
[metrics] crit end category: flip-flop
[metrics] half-perimeter wire length after placement: 969 um
[metrics] Hold Path Class: in2async
[metrics] master cell of the clock root buffer: sky130_fd_sc_hd__clkbuf_8
[metrics] count of hold-fix buffers inserted at cts: 0
[metrics] remaining design rule violation count: 0
[metrics] overall fraction of global-route tracks in use: 2.288%
[metrics] share of post-route cells with drive strength above 1: 9.877%
[metrics] hold violation count in the final report: 0
[metrics] total negative slack for setup checks: 0 ns
[metrics] die height: 88 um
[metrics] number of distinct standard cells referenced by the synthesized netlist: 9
[metrics] Worst Reg2Reg Path Length in Cells: 5
[metrics] Max Fanout on Critical Path: 2
[metrics] number of DRC markers in iteration 0: 3
[metrics] cell types occupying the most area after synthesis: sky130_fd_sc_hd__buf_4 51%, sky130_fd_sc_hd__dfrtp_1 20%, sky130_fd_sc_hd__dfstp_2 7.2%
[metrics] grt ovf: 0
[metrics] antenna violations before repair: 0
[metrics] OpenROAD warning count: 150
[metrics] Die Span X: 88 um
[metrics] clock tree buffer depth: 2
[metrics] VDD IR max: 0.3486 mV
[metrics] post-synthesis sequential element count: 10
[metrics] detailed-route wire length per cell: 8.316 um
[metrics] Crit Path Category: in2reg
[metrics] tally of nets with antenna violations remaining after routing: 0
[metrics] worst endpoint data arrival time: 1.65 ns
[metrics] startpoint type of the worst setup path: primary input
[metrics] Final Max Tran Viols: 0
[metrics] last weighted congestion value of the routability-driven placer: 0.7110
[metrics] Detailed Routing Iterations Pass 1: 2
[metrics] worst clock skew on the final layout: 0.001858 ns
[metrics] count of H-tree levels built during CTS: 1
[metrics] endpoints failing setup: 0
[metrics] yosys stat area: 734.5 um^2
[metrics] count of instantiated cells in the yosys netlist: 73
[metrics] post-synth top area cell: sky130_fd_sc_hd__buf_4
[metrics] total via count after detailed routing: 329
[metrics] synthesized netlist cell count: 73
[metrics] first-pass GRT wire length: 1.497 mm
[metrics] Area Overhead vs Synth: -2.896%
[metrics] setup repair after global routing missed its margin: false
[metrics] wire length after detailed routing: 1.106 mm
[metrics] # IOs: 180
[metrics] clock slew seen by the registers of the worst setup and hold paths: 0.05 ns
[metrics] final std cells w/o fill: 133
[metrics] total number of clock tree sinks: 10
[metrics] TritonCTS clock tree: yes
[metrics] post-CTS setup buffers: 0
[metrics] Die ar.: 7744 um^2
[metrics] maximum number of pins on one net before global-route repair: 9
[metrics] floorplan-stage core utilization: 16.64%
[metrics] core area: 4414 um^2
[metrics] # port buffers: 5
[metrics] Synth Warn #: 11
[metrics] outcome: completed
[metrics] Antenna Cells: 0
[metrics] endpoint required time on the critical path: 2.16 ns
[metrics] leak pwr: 0.3777 nW
[metrics] post_cts resized: 0
[metrics] Netlist Area Pre-Place: 734.5 um^2
[metrics] number of buffers created by CTS: 3
[metrics] dpl cells: 129
[metrics] Cell Pwr Density: 1035 nW/um^2
-- metal layers --
metal,global-route usage [%],vias to the layer above,wire length [um]
met4,0,0,0
li1,-,139,-
met1,3.435,136,607
met5,0,-,0
met2,2.513,54,238
met3,1.871,0,260
-- area by class of cell --
type	instances	area, um^2
clock buffers	4	55.05
well taps	52	65.06
fillers	480	3701
flip-flops and latches	10	242.7
multi-input cells	62	300.3
repair buffers	5	50.05
-- cell usage in the layout (no fill, tap or decap) --
master | Yosys | final
sky130_fd_sc_hd__conb_1 | 1 | 50
sky130_fd_sc_hd__dfrtp_1 | 6 | 6
sky130_fd_sc_hd__clkdlybuf4s50_1 | 0 | 5
sky130_fd_sc_hd__nor2b_1 | 4 | 4
sky130_fd_sc_hd__ha_1 | 4 | 4
sky130_fd_sc_hd__clkbuf_8 | 0 | 4
sky130_fd_sc_hd__xor2_1 | 2 | 2
sky130_fd_sc_hd__nor3_2 | 2 | 2
sky130_fd_sc_hd__dfstp_2 | 2 | 2
sky130_fd_sc_hd__dfxtp_1 | 2 | 2
-- report_power, final --
group	leakage, nW	internal, mW	switching (mW)
logic	0.241	0.0838	0.0902
registers	0.108	0.293	0.0265
clock network	0.0288	0.172	0.0723
-- critical path, cell delays in order --
cell                              delay, ns
sky130_fd_sc_hd__clkdlybuf4s50_1       0.41
sky130_fd_sc_hd__nor2b_1               0.13
sky130_fd_sc_hd__ha_1                  0.19
sky130_fd_sc_hd__ha_1                  0.21
sky130_fd_sc_hd__xor2_1                0.18
sky130_fd_sc_hd__nor3_2                0.11
-- state kept, by name, indices dropped and copies added (netlist names) --
name	cells
rd_req_fifo.rptr_empty.rbin	3
p2s_data_fifo.rptr_empty.rbin	3
p2s_data_fifo.rptr_empty.rempty	1
rd_req_fifo.rptr_empty.rempty	1
rd_data_pc2arr_en	1
rd_req_en	1
-- per-stage QoR --
step                      cell area [um^2]  utilization [%]  hold WS [ns]  power (mW)  setup slack, ns
after global routing                 713.2            16.16        0.4539      0.7981           0.4247
after global placement               658.1            14.91        0.4595      0.4954           0.2826
after CTS                            713.2            16.16        0.4489      0.7556           0.4972
final                                713.2            16.16        0.4430      0.7384           0.5104
after floorplan                      918.4                -        0.1044      0.5092           0.7307
after detailed placement             658.1            14.91        0.4633      0.5042           0.2715
-- Yosys cell counts, drive strengths merged --
| library cell | number |
|---|---|
| buf | 50 |
| nor2b | 4 |
| dfstp | 2 |
| nor3 | 2 |
| ha | 4 |
| dfxtp | 2 |
| xor2 | 2 |
| conb | 1 |
| dfrtp | 6 |
-- cell families after synthesis --
| logic type | Yosys count | synth area share [%] |
|---|---|---|
| xor+xnor | 2 | 2.385 |
| fa+ha+maj | 4 | 6.815 |
| buf+inv | 50 | 51.11 |
| flops | 10 | 33.05 |
| other cells | 1 | 0.5106 |
| simple gates | 6 | 6.132 |
-- path summary, 6_finish.rpt --
check	startpoint	to
max in group asynchronous	rst_bus	p2s_data_fifo.rptr_empty.rempty
hold reg to reg	p2s_data_fifo.rptr_empty.rbin[2]	p2s_data_fifo.rptr_empty.rbin[2]
min in group clk0	rd_req_en	rd_req_en
min in group clk1	p2s_data_fifo.rptr_empty.rbin[2]	p2s_data_fifo.rptr_empty.rbin[2]
hold / removal	rst_bus	p2s_data_fifo.rptr_empty.rbin[2]
setup / recovery	tk_en	rd_req_fifo.rptr_empty.rempty
max in group clk0	rd_data_pc2arr_en	rd_data_pc2arr_en
setup reg to reg	rd_req_fifo.rptr_empty.rempty	rd_req_fifo.rptr_empty.rempty
Power is estimated from default activity; no workload was simulated.
