==> ./design.v <==
module FIFO #(parameter DSIZE = 16,
               parameter ASIZE = 5)
  (output reg [DSIZE-1:0] rdata,
   output             wfull,
   output             rempty,
   output             wfull_almost,
   input  [DSIZE-1:0] wdata,
   input              winc, wclk, wrst_n,
   input              rinc, rclk, rrst_n);
  wire   [ASIZE-1:0] waddr, raddr;
  wire   [ASIZE:0]   wptr, rptr, wq2_rptr, rq2_wptr;
  wire [DSIZE-1:0] rdata__;
  sync_r2w # (.ADDRSIZE(ASIZE)) sync_r2w (.wq2_rptr(wq2_rptr), .rptr(rptr),
                        .wclk(wclk), .wrst_n(wrst_n));
  sync_w2r # (.ADDRSIZE(ASIZE)) sync_w2r (.rq2_wptr(rq2_wptr), .wptr(wptr),
                        .rclk(rclk), .rrst_n(rrst_n));
  fifomem #(DSIZE, ASIZE) fifomem
                          (.rdata(rdata__), .wdata(wdata),
                           .waddr(waddr), .raddr(raddr),
                           .wclken(winc), .wfull(wfull),
                           .wclk(wclk));
  rptr_empty #(ASIZE)     rptr_empty
                          (.rempty(rempty),
                           .raddr(raddr),
                           .rptr(rptr), .rq2_wptr(rq2_wptr),
                           .rinc(rinc), .rclk(rclk),
                           .rrst_n(rrst_n));
  wptr_full #(ASIZE)      wptr_full
                          (.wfull(wfull), .waddr(waddr),
                           .wptr(wptr), .wq2_rptr(wq2_rptr),
                           .winc(winc), .wclk(wclk),
                           .wrst_n(wrst_n), .wfull_almost(wfull_almost));
  always@(posedge rclk or negedge rrst_n) begin
    if (~rrst_n)
        rdata <= 0;
    else
        rdata <= rdata__;
  end
endmodule
module fifomem #(parameter  DATASIZE = 12,   
                 parameter  ADDRSIZE = 3)   
  (output  [DATASIZE-1:0]  rdata,
   input   [DATASIZE-1:0]  wdata,
   input   [ADDRSIZE-1:0]  waddr, raddr,
   input                   wclken, wfull, wclk);
    localparam DEPTH = 1<<ADDRSIZE;
    reg [DATASIZE-1:0] mem [0:DEPTH-1];
    assign rdata = mem[raddr];
    always @(posedge wclk)
      if (wclken && !wfull) mem[waddr] <= wdata;
endmodule
module rptr_empty #(parameter ADDRSIZE = 3)(
  output reg rempty,
  output     [ADDRSIZE-1:0] raddr,
  output reg [ADDRSIZE :0] rptr,
  input      [ADDRSIZE :0] rq2_wptr,
  input      rinc, rclk, rrst_n
  );
  reg [ADDRSIZE:0] rbin;
  wire [ADDRSIZE:0] rgraynext, rbinnext;
  always @(posedge rclk or negedge rrst_n)
    if (!rrst_n) {rbin, rptr} <= 0;
    else         {rbin, rptr} <= {rbinnext, rgraynext};
  assign raddr= rbin[ADDRSIZE-1:0];
  assign rbinnext = rbin + (rinc & ~rempty);
  assign rgraynext = (rbinnext>>1) ^ rbinnext;
  assign rempty_val = (rgraynext == rq2_wptr);
  always @(posedge rclk or negedge rrst_n)
    if (!rrst_n) rempty <= 1'b1;
    else         rempty <= rempty_val;
endmodule
module sync_r2w #(parameter ADDRSIZE = 3)(
  output reg [ADDRSIZE:0] wq2_rptr,
  input      [ADDRSIZE:0] rptr,
  input                   wclk, wrst_n
  );
  reg [ADDRSIZE:0] wq1_rptr;
  always @(posedge wclk or negedge wrst_n)
    if (!wrst_n) {wq2_rptr, wq1_rptr} <= 0;
    else         {wq2_rptr, wq1_rptr} <= {wq1_rptr,rptr};
endmodule
module sync_w2r #(parameter ADDRSIZE = 3)(
  output reg [ADDRSIZE:0] rq2_wptr,
  input      [ADDRSIZE:0] wptr,
  input
  rclk, rrst_n
  );
  reg [ADDRSIZE:0] rq1_wptr;
  always @(posedge rclk or negedge rrst_n)
    if (!rrst_n) {rq2_wptr,rq1_wptr} <= 0;
    else         {rq2_wptr,rq1_wptr} <= {rq1_wptr,wptr};
endmodule
module wptr_full #(parameter ADDRSIZE = 3)(
  output reg wfull,
  output wfull_almost,
  output     [ADDRSIZE-1:0] waddr,
  output reg [ADDRSIZE :0] wptr,
  input      [ADDRSIZE :0] wq2_rptr,
  input      winc, wclk, wrst_n
  );
  reg [ADDRSIZE:0] wbin;
  wire [ADDRSIZE:0] wgraynext, wbinnext;
  always @(posedge wclk or negedge wrst_n)
    if (!wrst_n) {wbin, wptr} <= 0;
    else         {wbin, wptr} <= {wbinnext, wgraynext};
  assign waddr = wbin[ADDRSIZE-1:0];
  assign wbinnext = wbin + (winc & ~wfull);
  assign wgraynext = (wbinnext>>1) ^ wbinnext;
  assign wfull_val = (wgraynext=={~wq2_rptr[ADDRSIZE:ADDRSIZE-1],
                                   wq2_rptr[ADDRSIZE-2:0]});
  assign wfull_almost = wfull_val;
  always @(posedge wclk or negedge wrst_n)
    if (!wrst_n) wfull <= 1'b0;
    else         wfull <= wfull_val;
endmodule
`timescale 1ns / 1ps
module PCv2(
    clk_bus,
    clk_array,
    rst_bus,
    rst_array,
    data_arr2pc,
    data_arr2pc_en,
    start,
    config_bits,
    tk_en,
    wr_req_out,
    wr_req_en
    );
    parameter WIDTH_ARR = 16;
    parameter WIDTH_BUS = 64;
    parameter WIDTH_MASK = 8;
    parameter P_ID = 0;
    parameter nCols = 4;
    parameter nRows = 3;
    parameter MAX_nPERIOD = 16;
    parameter MAX_nCHN = 2048;
    localparam WIDTH_P_ID = 6;
    localparam WIDTH_MEM_ADDR = 28;
    localparam WIDTH_REQ = WIDTH_P_ID + WIDTH_MEM_ADDR + WIDTH_MASK + WIDTH_BUS;
    localparam WIDTH_CONFIGBITS = WIDTH_MEM_ADDR + WIDTH_MEM_ADDR + WIDTH_MEM_ADDR + $clog2(MAX_nPERIOD) + $clog2(MAX_nCHN);  
    localparam S0 = 0; localparam S1 = 1;   
    input clk_bus, clk_array, rst_bus, rst_array, tk_en, data_arr2pc_en, start;
    input [WIDTH_CONFIGBITS-1:0] config_bits;
    input [WIDTH_ARR-1:0] data_arr2pc;
    output [WIDTH_REQ-1:0] wr_req_out;
    output wr_req_en;
    reg [WIDTH_BUS-1:0] s2p_reg[0:nCols-1];
    always@(posedge clk_array) begin
        for (integer i = 0; i < nCols; i = i+1) begin
            if (~rst_array || start) begin
                s2p_reg[i] <= 0;
            end
            else if (data_arr2pc_en && col_sel_count == i) begin
                s2p_reg[i] <= {s2p_reg[i][WIDTH_BUS-WIDTH_ARR-1:0], data_arr2pc};
            end
        end
    end 
    reg [$clog2(nCols)-1:0] col_sel_count;
    always@(posedge clk_array) begin
        if (~rst_array || start) begin
            col_sel_count <= 0;
        end
        else if (data_arr2pc_en) begin
            col_sel_count <= (col_sel_count < nCols-1)? col_sel_count + 1: 0;
        end
    end
    reg [$clog2(WIDTH_BUS/WIDTH_ARR)-1:0] s2p_count;
    always@(posedge clk_array) begin
        if (~rst_array || start) begin
            s2p_count <= 0;
        end
        else if (col_sel_count == nCols-1 && data_arr2pc_en) begin
            s2p_count <= (s2p_count < WIDTH_BUS/WIDTH_ARR-1)? s2p_count + 1: 0;
        end
    end 
    logic req_fifo_we;
    always@(posedge clk_array) begin
        if (~rst_array || start) begin
            req_fifo_we <= 0;
        end
        else  begin
            req_fifo_we <= (s2p_count == WIDTH_BUS/WIDTH_ARR-1 && data_arr2pc_en)? 1:0;
        end
    end
    logic [WIDTH_BUS-1:0] mem_w_mask;
    assign mem_w_mask = {WIDTH_BUS {1'b1}};
    logic [WIDTH_MEM_ADDR-1:0] ADDR_BASE;
    logic [WIDTH_MEM_ADDR-1:0] ADDR_COL_STRIDE;
    logic [WIDTH_MEM_ADDR-1:0] ADDR_ROW_STRIDE;
    logic [WIDTH_MEM_ADDR-1:0] addr_chn_count;
    logic [WIDTH_MEM_ADDR-1:0] addr_row_count;
    logic [WIDTH_MEM_ADDR-1:0] addr_col_count;
    logic [WIDTH_MEM_ADDR-1:0] mem_w_addr;
    assign ADDR_BASE = config_bits[WIDTH_CONFIGBITS-1:WIDTH_CONFIGBITS-WIDTH_MEM_ADDR];
    assign ADDR_BLOCK_BASE_STRIDE = config_bits[WIDTH_CONFIGBITS-WIDTH_MEM_ADDR-1:WIDTH_CONFIGBITS-2*WIDTH_MEM_ADDR];
    assign ADDR_ROW_STRIDE = config_bits[WIDTH_CONFIGBITS-2*WIDTH_MEM_ADDR-1:WIDTH_CONFIGBITS-3*WIDTH_MEM_ADDR];
    logic [$clog2(MAX_nPERIOD)-1:0] nPeriods;
    assign nPeriods = config_bits[WIDTH_CONFIGBITS-3*WIDTH_MEM_ADDR-1:WIDTH_CONFIGBITS-3*WIDTH_MEM_ADDR-$clog2(MAX_nPERIOD)];
    logic [$clog2(MAX_nCHN)-1:0] nChns;
    assign nChns = config_bits[$clog2(MAX_nCHN)-1:0]; 
    assign mem_w_addr = ADDR_BASE + addr_col_count * ADDR_COL_STRIDE + addr_row_count * ADDR_ROW_STRIDE + addr_chn_count;
    always@(posedge clk_array) begin
        if (~rst_array || start) begin
            addr_row_count <= 0;
        end
        else if (req_fifo_we) begin
            addr_row_count <= (addr_row_count < nCols-1)? addr_row_count + 1 : 0;
        end
    end
    always@(posedge clk_array) begin
        if (~rst_array || start) begin
            addr_chn_count <= 0;
        end
        else if (req_fifo_we && addr_row_count == nCols-1) begin
            addr_chn_count <= (addr_chn_count < nChns-1)? addr_chn_count + 1 : 0;
        end
    end
    always@(posedge clk_array) begin
        if (~rst_array || start) begin
            addr_col_count <= 0;
        end
        else if (req_fifo_we && addr_row_count == nCols-1 && addr_chn_count == nChns-1) begin
            addr_col_count <= (addr_col_count < nPeriods-1)? addr_col_count + 1 : 0;
        end
    end
    logic [WIDTH_REQ-1:0] req_fifo_wdata;
    assign req_fifo_wdata = {P_ID, mem_w_addr, mem_w_mask, mem_w_addr, s2p_reg[col_sel_count]};
    assign wr_req_out = req_fifo_rdata;
    assign wr_req_en = tk_en & (~req_fifo_empty);
    logic [WIDTH_REQ-1:0] req_fifo_rdata;
    logic req_fifo_full, req_fifo_empty, req_fifo_full_almost, req_fifo_re;
    FIFO # (.DSIZE(WIDTH_REQ), .ASIZE(2)) rd_req_fifo (.rdata(req_fifo_rdata), .wfull(req_fifo_full), .rempty(req_fifo_empty),
                                                       .wfull_almost(req_fifo_full_almost), .wdata(req_fifo_wdata), 
                                                       .winc(req_fifo_we), .wclk(clk_array), .wrst_n(rst_array), 
                                                       .rinc(req_fifo_re), .rclk(clk_bus), .rrst_n(rst_bus));
endmodule
==> ./run.sh <==
#!/bin/bash
# OpenROAD 26Q1-2900-gdf79404cd8, Yosys 0.63+post, stock flow scripts
make -C /OpenROAD-flow-scripts/flow DESIGN_CONFIG=/design/flow/config.mk WORK_HOME=/design/flow/orfs finish
==> ./config.mk <==
export PLATFORM = sky130hd
export DESIGN_NAME = PCv2
export DESIGN_NICKNAME = PCv2
export VERILOG_FILES = /design/flow/design.v
export SDC_FILE = /design/flow/constraint.sdc
export NUM_CORES = 4
export LEC_CHECK = 1
export CORE_UTILIZATION = 50
==> ./constraint.sdc <==
current_design PCv2

set clk_period 11.7
set clk_io_pct 0.2

create_clock -name clk0 -period $clk_period [get_ports {clk_array}]
create_clock -name clk1 -period $clk_period [get_ports {clk_bus}]

set non_clock_inputs [all_inputs -no_clocks]
set_input_delay [expr $clk_period * $clk_io_pct] -clock clk0 $non_clock_inputs
set_output_delay [expr $clk_period * $clk_io_pct] -clock clk0 [all_outputs]
==> reports/qor.csv <==
stage,metric,value,unit
run_status,status,completed,
pwr,power_frac_seq,49.0,%
floorplan,fp-utilization,51.0,%
flow_run,cap_violations,0,
critical_path,crit_chain,clkdlybuf4s50_1 > nor2b_1 > clkdlybuf4s50_1,
logic_synthesis,ys_sh_adder,0.584,%
final_layout,fillCellCount,2852,
logic_synthesis,yosys.area.top_type,dfxtp_1,
final_layout,regArea,9100,µm²
floorplan,die_area,35000,µm²
final_timing,drv_slew,0,
final_layout,drive_gt1_share,21.4,%
logic_synthesis,ys_cells,1610,
logic_synthesis,xor_share,0.204,%
global_routing,grtUsageTotal,22.9,%
flow_run,warnings,132,
routing,post-route-drc-count,0,
final_layout,logic_area,6840,µm²
clock_network,cts_tree,built,
critical_path,worstPathArrival,3.36,ns
place,hpwlAfterDp,22500,µm
critical_path,end_kind,output port,
routing,wl_per_cell,18.4,µm
logic_synthesis,netlist_instances,1610,
pwr,p_per_area,149,nW/µm²
final_timing,whs,0.346,ns
routing,ant_nets,0,
pwr,p_leak,6.92,nW
logic_synthesis,yosys_area,17200,µm²
critical_path,startpoint,tk_en,
critical_path,r2r-start,col_sel_count[0],
place,place_ws,5.99,ns
final_timing,report.final.setup_viol,0,
final_timing,skew,0.0161,ns
pwr,vdd_drop_max,105,µV
routing,finalWirelength,38000,µm
worst_hold_path,hp-class,reg -> reg,
routing,drt_pass1_iterations,5,
global_routing,antenna_found_initial,3,
final_layout,post-route-util,57.4,%
worst_hold_path,hold_start,rd_req_fifo.sync_w2r.rq1_wptr[1],
logic_synthesis,synthTopCellsByArea,"dfxtp_1 30%, a21bo_2 15%, dfrtp_1 11%",
critical_path,crit_buf_inv,2,
final_timing,finalSetupTns,0,ns
final_layout,largest_reg_flops,256,
logic_synthesis,synth.logic.top_family,AND-OR/OR-AND gates,
routing,vias,11800,
logic_synthesis,muxShareOfSynthArea,3.79,%
critical_path,criticalPathCategory,in -> out,
pwr,pwr-share-clk,46.9,%
clock_network,cts_sinks,403,
critical_path,cp-start-kind,primary input,
critical_path,path_delay_family,buffers and inverters,
pwr,p_int,2.24,mW
logic_synthesis,yosys_warnings,40,
final_timing,layout_setup_ws,6.00,ns
floorplan,die_y,187,µm
logic_synthesis,ys_seq_elements,403,
final_timing,tightest_slew,0.798,ns
pwr,comb_power_share,4.1,%
logic_synthesis,simple_gate_area_share,7.84,%
logic_synthesis,yosysTopAreaCellShare,30.5,%
critical_path,worst-endpoint-required,9.36,ns
floorplan,die_w,187,µm
clock_network,holdBufCountCts,0,
critical_path,critPathSlowestCell,clkdlybuf4s50_1,
logic_synthesis,synth_cell_types,28,
routing,routed_via_density,5.69,
final_layout,syn2layout_area_growth,12.5,%
critical_path,max_stage_delay,0.46,ns
logic_synthesis,netlist_area,17200,µm²
place,portBuffers,100,
clock_network,cts_setup_buffers,0,
floorplan,num_rows,67,
critical_path,crit_path_frequent_cell,clkdlybuf4s50_1,
floorplan,ios,229,
pwr,switching_share,22.5,%
global_routing,grt_max_degree,197,
logic_synthesis,ys_sh_aoi,26.4,%
place,place_congestion,0.785,
final_timing,rsz0062_at_grt,false,
pwr,p_switching,650,µW
clock_network,cts_resized,0,
logic_synthesis,syn_avg_cell_area,10.7,µm²
floorplan,coreArea,33600,µm²
global_routing,grt_pass1_wl,60500,µm
final_timing,worst_slew_margin_rel,46.8,%
critical_path,crit_fanout,1,
global_routing,gr-total-overflow,0,
routing,detail_route.iter0.violations,959,
logic_synthesis,ys_seq_share,53.1,%
clock_network,clkTransAtPathRegs,0.05,ns
global_routing,grt_pass1_vias,10800,
final_timing,hold_viol,0,
## power groups by stage
stage         Combinational (mW)  Sequential, mW  Clock (mW)
CTS                        0.120            1.41        1.39
finish                     0.118            1.41        1.35
global route               0.130            1.41        1.44
## layout make-up
cell class / instances / area share (%)
tap: 448 / 2.90
sequential: 403 / 47.1
inverter: 67 / 1.30
multi-input combinational: 954 / 35.4
clock inverter: 12 / 0.603
timing repair buffer: 120 / 6.04
clock buffer: 67 / 6.58
antenna: 1 / 0.0130
## through the flow
step                      total power, mW  std cells  instance area [µm²]
after floorplan                      1.53       1637                17300
after global placement               1.56       1992                17900
after detailed placement             1.56       1992                17900
after CTS                            2.92       2071                19300
after global routing                 2.99       2071                19300
final                                2.89       2072                19300
## kinds of logic (layout without fill, tap and decap cells)
group / count (synthesis) / count (layout)
compound gates: 581 / 581
flops: 403 / 403
buf+inv: 280 / 266
simple gates: 267 / 267
mux: 65 / 65
fa+ha+maj: 8 / 8
xor+xnor: 4 / 4
other cells: 2 / 30
## worst register-to-register path, stage by stage (launching register included)
cell and delay [ns]:
dfxtp_1 0.38, inv_1 0.25, ha_4 0.64, buf_4 0.70, buf_4 0.76, a222oi_1 0.17, mux2i_1 0.35
## final timing paths
check	end	slack (ns)	cells past startpoint
setup / recovery	wr_req_en	6.00	3
hold / removal	rd_req_fifo.sync_w2r.rq2_wptr[1]	0.35	0
min in group clk0	s2p_reg[1][22]	0.47	2
max in group asynchronous	rd_req_fifo.rdata[104]	8.88	2
max in group clk1	rd_req_fifo.rdata[11]	10.85	0
min in group asynchronous	rd_req_fifo.rdata[57]	1.87	1
setup reg to reg	rd_req_fifo.fifomem.mem[0][52]	8.22	6
hold reg to reg	rd_req_fifo.sync_w2r.rq2_wptr[1]	0.35	0
## placed cells by master, fill, tap and decap left out, drive strengths merged
cell type	count
dfxtp	261
a21bo	258
a21oi	258
nand3	257
clkdlybuf4s50	98
dfrtp	77
inv	67
clkbuf	67
mux2i	65
a222oi	64
edfxtp	64
conb	29
buf	22
ha	8
clkinv	8
xnor2	3
nor2b	2
nor3	2
nor2	2
clkinvlp	2
bufinv	2
diode	1
xor2	1
nor3b	1
nand2b	1
or4bb	1
a211oi	1
nand2	1
dfstp	1
## cell usage after synthesis, drive strengths merged
library cell,instances
a222oi,64
inv,67
xor2,1
mux2i,65
nor3b,1
buf,147
dfxtp,261
nand2,1
a21oi,258
nor2b,2
edfxtp,64
conb,2
a21bo,258
nor2,2
a211oi,1
dfrtp,77
xnor2,3
ha,8
nand2b,1
dfstp,1
nor3,2
or4bb,1
nand3,257
clkbuf,66
## layer usage
metal	vias up	global-route usage (%)	part of all wire, %
met3	59	5.79	6.5
met1	5746	36.3	44
met5	-	0	0.050
met4	4	4.82	2.5
li1	5733	-	-
met2	253	33.7	46
Power figures rest on the tool's default switching activity, not on a simulated workload.
