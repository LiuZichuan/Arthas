==> ./design.v <==
`timescale 1ns / 1ps
module PE(
    clk,
    rst,
    start,
    iconfig,
    config_en,
    in_en,
    weight,
    feature,
    ipsum,
    opsum,
    out_en
    );
    parameter WIDTH = 16;
    parameter MAX_nPERIOD = 8;
    parameter MAX_nLMAC = 3*512*8;
    parameter MAX_nSHFT = 192;
    localparam CONF_REG_LEN = $clog2(MAX_nPERIOD) + $clog2(MAX_nLMAC) + $clog2(MAX_nSHFT);
    localparam MAC_CNT_WIDTH = (MAX_nLMAC > MAX_nSHFT)? MAX_nLMAC:MAX_nSHFT;
    localparam M_WIDTH = WIDTH*2;
    localparam A_WIDTH = M_WIDTH+1;
    input clk, rst, start, iconfig, config_en, in_en;
    input [WIDTH-1:0] weight, feature;
    input [A_WIDTH-1:0] ipsum;
    output logic [A_WIDTH-1:0] opsum;
    output logic out_en;
    localparam S0 = 0; localparam S1 = 1; localparam S2 = 2; localparam S0p = 3;
    reg [CONF_REG_LEN-1:0] configs;
    always@(posedge clk) begin
        if (rst == 0) begin
            configs <= 0;
        end
        else if (config_en == 1 && state == S0) begin
            configs <= {iconfig, configs[CONF_REG_LEN-1:1]};
        end
    end
    logic [$clog2(MAX_nPERIOD)-1:0] config_nPeriod;
    assign config_nPeriod = configs[CONF_REG_LEN-1:CONF_REG_LEN-$clog2(MAX_nPERIOD)];
    logic [$clog2(MAX_nLMAC)-1:0] config_nLMAC;
    assign config_nLMAC = configs[CONF_REG_LEN-$clog2(MAX_nPERIOD)-1:CONF_REG_LEN-$clog2(MAX_nPERIOD)-$clog2(MAX_nLMAC)];
    logic [$clog2(MAX_nSHFT)-1:0] config_nSHFT;
    assign config_nSHFT = configs[CONF_REG_LEN-$clog2(MAX_nPERIOD)-$clog2(MAX_nLMAC)-1:0];
    reg [1:0] state;
    always@(posedge clk) begin
        if (rst == 0) begin
            state <= S0;
        end
        else begin
            case (state)
                S0: begin
                        if (start) begin
                            state <= S0p;
                        end
                    end
                S0p: begin
                        if (in_en) begin
                            state <= S1;
                        end
                     end
                S1: begin
                        if (!(mac_count < config_nLMAC-1)) begin
                            state <= S2;
                        end 
                        else begin
                            if (~in_en) begin
                                state <= S0p;
                            end
                        end
                    end
                S2: begin
                        if (!(mac_count < config_nSHFT-1)) begin
                            if (period_count < config_nPeriod-1) begin
                                state <= S0p;
                            end
                            else begin
                                state <= S0;
                            end
                        end
                    end
            endcase
        end
    end
    reg [$clog2(MAC_CNT_WIDTH)-1:0] mac_count;
    always@(posedge clk) begin
        if (~rst) begin
            mac_count <= 0;
        end
        else begin
            if (state == S1) begin
                if (mac_count < config_nLMAC-1) begin
                    mac_count <= mac_count + 1;
                end
                else begin
                    mac_count <= 0;
                end
            end
            else if (state == S2) begin
                if (mac_count < config_nSHFT-1) begin
                    mac_count <= mac_count + 1;
                end
                else begin
                    mac_count <= 0;
                end
            end
            else begin
                mac_count <= 0;
            end
        end
    end
    reg [$clog2(MAX_nPERIOD)-1:0] period_count;
    always@(posedge clk) begin
        if (rst == 0) begin
            period_count <= 0;
        end
        else if (state == S0) begin
            period_count <= 0;
        end
        else if (state == S2 && (!(mac_count == MAX_nSHFT-1))) begin
            if (period_count < config_nPeriod-1) begin
                period_count <= period_count + 1;
            end
            else begin
                period_count <= 0;
            end
        end
    end
    logic A;
    always@(state) begin
        if (state == S1 || state == S0p) begin
            A = 1;
        end
        else begin
            A = 0;
        end
    end
    logic B;
    always@(state) begin
        if (state == S1 || state == S0p) begin
            B = 1;
        end
        else begin
            B = 0;
        end
    end
    logic C;
    always@(posedge clk) begin
        if (state == S1 || state == S0p) begin
            C = 1;
        end
        else begin
            C = 0;
        end
    end
    logic D;
    always@(posedge clk) begin
        if (state == S1) begin
            D = 1;
        end
        else begin
            D = 0;
        end
    end
    logic E;
    always@(state) begin
        if (state == S2) begin
            E = 1;
        end
        else begin
            E = 0;
        end
    end
    always@(posedge clk) begin
        out_en <= (state == S2)? 1:0;
    end
    logic [WIDTH-1:0] weight_reg;
    always@(posedge clk) begin
        if (rst == 0) begin
            weight_reg <= 0;
        end
        else if (A && in_en) begin
            weight_reg <= weight;
        end
        else begin
            weight_reg <= 0;
        end
    end
    logic [WIDTH-1:0] feature_reg;
    always@(posedge clk) begin
        if (rst == 0) begin
            feature_reg <= 0;
        end
        else if (A && in_en) begin
            feature_reg <= feature;
        end 
        else begin
            feature_reg <= 0;
        end
    end
    reg [M_WIDTH-1:0] m_reg;
    always@(posedge clk) begin
        if (rst == 0) begin
            m_reg <= 0;
        end
        else begin
            m_reg <= weight_reg * feature_reg;
        end
    end
    logic [A_WIDTH-1:0] a_wire;
    always@(m_reg or psum_mux) begin
        a_wire <= m_reg + psum_mux;
    end
    reg [A_WIDTH-1:0] psum_reg;
    always@(posedge clk) begin
        if (rst == 0) begin
            psum_reg <= 0;
        end
        else begin
            psum_reg <= a_wire;
        end
    end
    logic [A_WIDTH-1:0] psum_mux;
    always@(psum_reg or C) begin
        if (C == 1) begin
            psum_mux <= psum_reg;
        end
        else begin
            psum_mux <= 0;
        end
    end
    logic [A_WIDTH-1:0] opsum_mux;
    always@(a_wire or ipsum_reg or D) begin
        if (D == 1) begin
            opsum_mux <= a_wire;
        end
        else begin
            opsum_mux <= ipsum_reg;
        end
    end
    always@(posedge clk) begin
        if (rst == 0) begin
            opsum <= 0;
        end
        else begin
         opsum <= opsum_mux;
        end
    end
    reg [A_WIDTH-1:0] ipsum_reg;
    always@(posedge clk) begin
        if (rst == 0) begin
            ipsum_reg <= 0;
        end
        else begin
         ipsum_reg <= ipsum_mux;
        end
    end
    logic [A_WIDTH-1:0] ipsum_mux;
    always@(a_wire or ipsum_reg or D or E) begin
        if (E == 1) begin
            ipsum_mux <= ipsum;
        end
        else begin
            ipsum_mux <= ipsum_reg;
        end
    end
endmodule
==> ./run.sh <==
#!/bin/bash
# OpenROAD 26Q1-2900-gdf79404cd8, Yosys 0.63+post, stock flow scripts
make -C /OpenROAD-flow-scripts/flow DESIGN_CONFIG=/design/flow/config.mk WORK_HOME=/design/flow/orfs finish
==> ./config.mk <==
export PLATFORM = sky130hd
export DESIGN_NAME = PE
export DESIGN_NICKNAME = PE
export VERILOG_FILES = /design/flow/design.v
export SDC_FILE = /design/flow/constraint.sdc
export NUM_CORES = 4
export LEC_CHECK = 1
export CORE_UTILIZATION = 30
==> ./constraint.sdc <==
current_design PE

set clk_period 9.8
set clk_io_pct 0.2

create_clock -name clk0 -period $clk_period [get_ports {clk}]

set non_clock_inputs [all_inputs -no_clocks]
set_input_delay [expr $clk_period * $clk_io_pct] -clock clk0 $non_clock_inputs
set_output_delay [expr $clk_period * $clk_io_pct] -clock clk0 [all_outputs]
==> changes_impl.md <==
### Implementation results

* Post-synth EDFFs at 0
* Die width at 248 µm
* Setup TNS at 0 ns
* Delay-heaviest family, CP: adder cells
* Cell count in the Yosys report at 2055
* YS chip area at 18100 µm²
* Layer carrying the most global-route usage: met1
* Finish-stage setup viols at 0
* Synth flops at 212
* FFs w/ async S/R, synth at 0%
* Synth warn at 1
* # diodes at 0
* CTS Buffer Depth at 3
* Met3 usage at 5.82%
* Slew Viols, Final at 0
* Most frequent cell after synthesis: inv_1
* WP buf/inv at 4
* 1st-iter DRT viols at 620
* Largest net degree at the start of global routing at 59
* Worst Tran Pin Value at 0.861 ns
* Post-CTS setup buffer count at 0
* Latency at later pin at 0.55 ns
* Tcrit/Tclk final at 66.0%
* Clock slew seen by the registers of the worst setup and hold paths at 0.06 ns
* Top cells, area: dfxtp_1 23%, fa_1 22%, ha_1 12%
* Number of core rows at 89
* Area Growth Syn to Fin at 14.1%
* Unrepaired setup endpoints after global routing: no
* GRT met1 Usage at 22.8%
* Clk root buf: clkbuf_16
* Post-Syn Area at 18100 µm²
* Die Area at 61400 µm²
* TritonCTS Buffers at 25
* Top cell type's share of synthesized area at 23.4%
* Synth Seq Share at 23.4%
* CTS tree: built
* Largest area contributor in the netlist: dfxtp_1
* Netlist cell types at 63
* Tot GR Track Use at 14.8%
* Buffers added on ports at 104
* Slowest CP cell: dfxtp_1
* Critical path class: flop to flop
* Clock Sinks at 212
* Fin cells at 2896
* Placed insts at 2853
* Slew margin rel. at 41.1%
* CP required at 10.27 ns
* Routed len/inst at 14.8 µm
* Commonest flop: dfxtp_1
* Max-cap violations at 0
* Final HPWL DP at 32900 µm
* Hold WC Path Type: flop to flop
* Post-Route WL at 42700 µm
* CTS hold repair buffers at 0
* Post-DRT Antenna Nets at 0
* Outcome: finished, final reports clean
* Worst setup SP type: flop
* Ports at 105
* Core Footprint at 59400 µm²
* Post-synth top cells: 256 x inv_1, 235 x nand2_1, 214 x and2_1
* Gpl congestion at 0.925
* Setup crit end kind: flop
* Maximum vdd drop at 0.111 mV
* DP Worst Slack at 3.33 ns
* Starting Density at 30.5%
* Fraction of layout cells with a size suffix above 1 at 3.01%
* DRC Markers at 0
* Setup ws final at 3.34 ns
* Cells after Synth at 2055
* Final hold violations at 0
* H-tree Lvls at 1
* Total grt overflow at 0
* Fillers at 5900
* Fin crit period at 6.46 ns
* Die H at 248 µm
* Via count at 13300
* CP max stage delay at 0.74 ns
* CP Max Fanout at 16
* Lkg Pwr at 9.60 nW
* Layout Skew at 0.0191 ns
* FMAX at 155 MHz
* CP dominant cell by count: fa_1
* Via/cell ratio at 4.60
* CP arrival at 6.94 ns
* Initial antenna violation count at 0
* Post-layout total power at 1.91 mW
* Vias in the first global route at 13300
* Tool Warnings at 25
* Avg Inst Size Synth at 8.82 µm²
* PwrDens at 92.3 nW/µm²
* Pre-antenna DRT Iters at 22
* Global-route wire length before repair at 69900 µm
* GR Util met2 at 20.4%
* Post-CTS sizing at 0
* Worst-path cell chain: and2_1, fa_1, inv_1, fa_1, fa_1, fa_1, inv_1, fa_1, inv_1, fa_1, inv_1, ha_1, and3_1, a221oi_1, and3_1, o31ai_1, and3b_1, o21ai_1, a21oi_1, o21a_1, o211ai_1
where the power goes:
group | switching (mW) | internal [mW]
sequential | 0.0200 | 0.870
combinational | 0.0549 | 0.0478
clock | 0.373 | 0.540
total | 0.448 | 1.46
worst register-to-register path, cell delays in order (launching register included):
cell	delay, ns
dfxtp_1	0.74
and2_1	0.24
fa_1	0.40
inv_1	0.10
fa_1	0.42
fa_1	0.50
fa_1	0.50
inv_1	0.06
fa_1	0.53
inv_1	0.05
fa_1	0.53
inv_1	0.05
ha_1	0.38
and3_1	0.18
a221oi_1	0.42
and3_1	0.21
o31ai_1	0.08
and3b_1	0.21
o21ai_1	0.32
a21oi_1	0.15
o21a_1	0.19
o211ai_1	0.15
final cells by class:
type / instances / area, µm² / area share (%)
Tap cell: 773 / 967 / 4.68
Timing Repair Buffer: 115 / 1120 / 5.41
Clock inverter: 12 / 140 / 0.678
Clock buffer: 31 / 668 / 3.23
Sequential cell: 212 / 4250 / 20.6
Inverter: 257 / 967 / 4.68
Multi-Input combinational cell: 1496 / 12600 / 60.8
placed cells by master (no fill, tap or decap), drive strengths merged, types with 45 or more instances in the layout:
cell / instances
xnor2: 47
clkdlybuf4s50: 103
o21ai: 45
and2: 214
fa: 195
ha: 169
dfxtp: 212
mux2i: 57
a21oi: 102
inv: 259
nor2: 143
nand2: 235
routing by layer:
layer	vias up	wire, µm
met2	394	16800
met1	6180	21100
li1	6718	-
met5	-	0
met4	0	675
met3	44	4110
path summary, 6_finish.rpt:
| check | startpoint | endpoint | slack (ns) | depth (start not counted) |
|---|---|---|---|---|
| max | weight_reg[7]$_SDFF_PN0_ | m_reg[31]$_SDFF_PN0_ | 3.34 | 21 |
| max reg2reg | weight_reg[7]$_SDFF_PN0_ | m_reg[31]$_SDFF_PN0_ | 3.34 | 21 |
| min reg2reg | ipsum_reg[28]$_SDFFE_PN0P_ | opsum[28]$_SDFF_PN0_ | 0.47 | 2 |
| min | ipsum_reg[28]$_SDFFE_PN0P_ | opsum[28]$_SDFF_PN0_ | 0.47 | 2 |
cell families (layout without fill, tap and decap cells):
| logic type | Yosys count | after routing | share of synthesized area [%] |
|---|---|---|---|
| simple gates | 721 | 721 | 19.4 |
| compound gates | 272 | 272 | 9.52 |
| buf+inv | 347 | 415 | 7.27 |
| fa+ha+maj | 364 | 364 | 33.2 |
| flops | 212 | 212 | 23.4 |
| mux | 57 | 57 | 3.15 |
| xor+xnor | 82 | 82 | 3.96 |
stage by stage:
stage	area [µm²]	util (%)	hold WS, ns
3_5_place_dp	19900	33.4	0.458
4_1_cts	20700	34.8	0.471
2_1_floorplan	18100	-	0.349
5_1_grt	20700	34.8	0.480
6_report	20700	34.8	0.468
3_3_place_gp	19900	33.4	0.452
Power is estimated from default activity; no workload was simulated.
